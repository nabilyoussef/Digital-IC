===== /design/flow/design.v =====
module ARITHMETIC_UNIT#(parameter inWidth=7,
                        parameter outWidth=15)
(
                input wire [inWidth:0] A,
                input wire [inWidth:0] B,
                input wire [1:0] ALU_FUN,
                input CLK,RST,
                input wire Arith_Enable,
                output reg [outWidth:0] Arith_OUT,
                output reg Carry_OUT,
                output reg Arith_Flag  
);
    always @(posedge CLK or negedge RST) begin
        if (!RST) begin
            Arith_OUT<= 16'd0;
            Carry_OUT<=1'b0;
            Arith_Flag<=1'b0;
        end
        else if (Arith_Enable==1'b1) begin
            case (ALU_FUN)
            2'b00: begin
                Arith_OUT<= A + B;
                Carry_OUT<= Arith_OUT[inWidth+1];
                Arith_Flag<=1;
             end
            2'b01:begin
                Arith_OUT<= A - B;
                Carry_OUT<= 1'b0;
                Arith_Flag<=1'b1;
            end
            2'b10:begin
                Arith_OUT<= A * B;
                Carry_OUT<= 1'b0;
                Arith_Flag<=1'b1;
            end
            2'b11: begin
                Arith_OUT<= A / B;
                Carry_OUT<= 1'b0;
                Arith_Flag<=1'b1; 
            end
                default: begin
                    Arith_OUT<= 16'b0;
                    Carry_OUT<= 1'b0;
                    Arith_Flag<=1'b0;
                end
            endcase
        end
        else
                Arith_Flag<=1'b0; 
    end
endmodule

===== /design/flow/run.sh =====
#!/bin/bash
# OpenROAD 26Q1-2900-gdf79404cd8, Yosys 0.63+post, stock flow scripts
make -C /OpenROAD-flow-scripts/flow DESIGN_CONFIG=/design/flow/config.mk WORK_HOME=/design/flow/orfs finish

===== /design/flow/config.mk =====
export PLATFORM = sky130hd
export DESIGN_NAME = ARITHMETIC_UNIT
export DESIGN_NICKNAME = ARITHMETIC_UNIT
export VERILOG_FILES = /design/flow/design.v
export SDC_FILE = /design/flow/constraint.sdc
export NUM_CORES = 4
export LEC_CHECK = 1
export CORE_UTILIZATION = 40

===== /design/flow/constraint.sdc =====
current_design ARITHMETIC_UNIT

set clk_period 1.0
set clk_io_pct 0.2

create_clock -name clk0 -period $clk_period [get_ports {CLK}]

set non_clock_inputs [all_inputs -no_clocks]
set_input_delay [expr $clk_period * $clk_io_pct] -clock clk0 $non_clock_inputs
set_output_delay [expr $clk_period * $clk_io_pct] -clock clk0 [all_outputs]

==> run summary <==
Implementation results.

The run finished, with violations left. The final reports fail on setup timing. The worst setup skew after layout is 0.0000676 ns. The area of the die is 22300 um2. Per the OpenROAD floorplan log, the width of the die is 149 um. The port buffer count is 38.

Setup repair after global routing could not meet its margin everywhere. In this run the maximum-capacitance check reported violations numbering 0. The total of fill cells in the finished design is 1466. The total number of vias is 10200. The maximum clock rate is 45.5 MHz.

The tool warning count for the run is 39. The number of violations reported at the end of detailed-routing iteration 0 is 503. Entering global routing, the biggest net connects 22 pins. The number of antenna violations at the first check in global routing is 1. The fraction of final layout cells with drive strength greater than 1 is 0.473. The number of hold buffers added after CTS was 0.

The tally of unique sky130hd cells used after synthesis is 88. The post-placement cell count is 1790. The TritonCTS sink count is 18. The critical path's largest stage delay is 0.43 ns. The placer congestion estimate is 0.910. For this run the top cell type by instance count after synthesis was sky130_fd_sc_hd__ha_1. The cell type with the largest total area after synthesis is sky130_fd_sc_hd__ha_1. The instance tally after logic synthesis is 1126.

The critical path endpoint has a required time of 1.14 ns. The report shows a maximum critical-path fanout of 6. The count of pins over their slew limit is 0.

The timing report attributes the biggest portion of critical-path delay to AND-OR/OR-AND gates. Dividing the final minimum period by the clock period gives 22.0. Clock latency on the worst-skew pair, taken at its later pin, is 0.26 ns. The total standard cell area after synthesis is 8700 um2. The first-pass GRT wire length is 45800 um. The total wire length after detailed routing is 29400 um.

Once synthesis finished, the tally of register bits stood at 18. On the critical path the data arrives at 22.14 ns.

The clock passes through at most 2 buffers. Overall routing resource usage recorded by global route was 0.262. In this run the tightest slew margin relative to its limit is 0.610. Compared with the post-synthesis result, the final layout area differs by 67.3%. The combined buffer and inverter count along the critical path is 16. The count of synthesis-stage warnings from yosys is 1. Once layout is complete, the cells apart from fillers number 1936. The commonest cells after synthesis are 154 x sky130_fd_sc_hd__ha_1, 116 x sky130_fd_sc_hd__nor2_1, 106 x sky130_fd_sc_hd__inv_1, 95 x sky130_fd_sc_hd__nand2_1, 82 x sky130_fd_sc_hd__a21oi_1. The detail route stage leaves a number of antenna-violating nets equal to 0. The sum of negative setup slack is -155.32 ns. The capture point of the worst register-to-register path is recorded as Arith_OUT[0].

The number of buffers inserted during clock tree synthesis is 3. Clock tree synthesis selected as its root buffer the cell sky130_fd_sc_hd__clkbuf_16. Dividing the detail-routed wire length by the instance count gives 15.2 um.

In this run the mean area of a mapped cell was 7.73 um2. The fraction of registers with async set or reset after synthesis is 1.00. The core outline area is 21200 um2. The register share after synthesis is 0.0518. The register-to-register setup slack is 0.12 ns. The clock transition at the registers of the reported paths is 0.06 ns.

The post-layout minimum cycle time is 22.00 ns. The y dimension of the die is 149 um. Ranked by total cell area, the synthesized netlist is headed by sky130_fd_sc_hd__ha_1 22%, sky130_fd_sc_hd__fa_1 8.7%, sky130_fd_sc_hd__dfrtp_1 5.2%. The launch instance of the worst register-to-register path is Arith_OUT[0]. The final hold violation count recorded for this run is 0.

The yosys stat cell total is 1126. The sort of element at the start of the critical path is an input pin. Across the whole layout, storage elements account for 450 um2. Row generation in the floorplan step produced 53 rows. The area fraction of the dominant cell type after synthesis is 0.221. The worst slack at placement is -21.84 ns. The sum of net half-perimeters after detailed placement is 21200 um. The summed standard-cell area reported by yosys is 8700 um2. The timing report shows that the slowest cell on the worst path is sky130_fd_sc_hd__o41a_1. The I/O pin count is 39. The critical path start-end classification is in -> reg. The number of setup violations in the final report is 16.

The detailed-routing iteration count for the pre-antenna-repair pass is 4. The total congestion overflow after global routing is 0. The DRC violation count after routing is 0. The path depth of the worst reg2reg path is 5.

Using the TritonRoute via totals, the vias-per-cell ratio works out to 5.26. The via count of the first global-routing pass is 9313. The measured slew at the worst slew-check pin is 0.580 ns. The depth of the CTS H-tree is 1.

The kind of end point of the critical path is a register. The dominant synthesized flop cell is sky130_fd_sc_hd__dfrtp_1. The path type of the worst min-delay path is in -> async. The TritonCTS clock tree is done. The final timing report gives a worst setup slack of -21.00 ns.

The post-synth count of flops with an enable pin is 0. The combined area of the multi-input logic cells is 8790 um2. The most used cell along the critical path is sky130_fd_sc_hd__o21a_1. OpenSTA lists the critical path startpoint as B[0].

The core utilization before placement is 0.411.
## timing repair
action	CTS	global route
setup endpoints to repair	35	18
resized	183	122
cloned	3	0
pin swaps	96	111
buffers inserted	103	39
## sequential cells by signal (all words and copies together) (netlist names)
register / count
Arith_Flag: 1
Arith_OUT: 16
Carry_OUT: 1
## per-stage QoR
step | util | cell area (um2) | hold slack [ns]
final | 0.688 | 14600 | 0.279
after global routing | 0.688 | 14600 | 0.299
after CTS | 0.654 | 13800 | 0.282
after detailed placement | 0.594 | 12600 | 0.496
after global placement | 0.594 | 12600 | 0.491
after floorplan | - | 9220 | -0.0956
## layout make-up
| class | count | share of cell area |
|---|---|---|
| multi-input combinational | 979 | 0.604 |
| timing repair buffer | 553 | 0.306 |
| sequential | 18 | 0.0309 |
| inverter | 106 | 0.0285 |
| tap | 275 | 0.0236 |
| clock buffer | 4 | 0.00610 |
| antenna | 1 | 0.000172 |
## worst max-delay path by stage
stage,depth (start not counted),slack [ns],endpoint
finish,128,-21.00,Arith_OUT[0]
global route,129,-22.38,Arith_OUT[0]
CTS,128,-20.42,Arith_OUT[0]
## placed cells by master (no fill, tap or decap), types with 13 or more instances in the layout
cell type                 synthesis  layout
sky130_fd_sc_hd__nor3_1          52      47
sky130_fd_sc_hd__buf_4            2     465
sky130_fd_sc_hd__o21a_1          43      42
sky130_fd_sc_hd__o21ai_2          0      13
sky130_fd_sc_hd__nor2_1         116      95
sky130_fd_sc_hd__xnor2_1         40      37
sky130_fd_sc_hd__ha_4             0      20
sky130_fd_sc_hd__dfrtp_1         18      18
sky130_fd_sc_hd__o21ai_0         44      23
sky130_fd_sc_hd__buf_6            5      40
sky130_fd_sc_hd__a21oi_1         82      49
sky130_fd_sc_hd__nor2_4           0      15
sky130_fd_sc_hd__a21oi_2         10      36
sky130_fd_sc_hd__mux2_2          24      17
sky130_fd_sc_hd__inv_1          106      93
sky130_fd_sc_hd__buf_2            3      17
sky130_fd_sc_hd__fa_1            38      35
sky130_fd_sc_hd__ha_1           154     130
sky130_fd_sc_hd__xor2_1          19      18
sky130_fd_sc_hd__a21o_1          18      18
sky130_fd_sc_hd__nand2_1         95      88
## per-layer routing
metal,wire (um),GRT usage
met5,0,0
met4,265,0.0230
met3,1610,0.0376
met2,13300,0.425
met1,14300,0.386
## worst reg2reg max path: stages (launching register included)
cell                      delay [ns]
sky130_fd_sc_hd__dfrtp_1        0.38
sky130_fd_sc_hd__buf_4          0.13
sky130_fd_sc_hd__nor2_1         0.07
sky130_fd_sc_hd__nor2_1         0.06
sky130_fd_sc_hd__o31ai_1        0.06
sky130_fd_sc_hd__a21oi_1        0.06
## kinds of logic (layout without fill, tap and decap cells)
family,count (synthesis),after routing,share of synthesized area
AND-OR/OR-AND,297,298,0.241
XOR/XNOR,61,61,0.0638
adder cells (fa/ha/maj),192,192,0.309
buffers and inverters,137,663,0.0647
flip-flops,18,18,0.0518
multiplexers,46,46,0.0656
other,1,9,0.000431
AND/OR/NAND/NOR,374,374,0.204
