<file path="/design/flow/config.mk">
export PLATFORM = sky130hd
export DESIGN_NAME = LOGIC_UNIT
export DESIGN_NICKNAME = LOGIC_UNIT
export VERILOG_FILES = /design/flow/design.v
export SDC_FILE = /design/flow/constraint.sdc
export NUM_CORES = 4
export LEC_CHECK = 1
export CORE_AREA = 10 10 83 83
export DIE_AREA = 0 0 93 93
</file>
<file path="/design/flow/constraint.sdc">
current_design LOGIC_UNIT

set clk_period 1.0
set clk_io_pct 0.2

create_clock -name clk0 -period $clk_period [get_ports {CLK}]

set non_clock_inputs [all_inputs -no_clocks]
set_input_delay [expr $clk_period * $clk_io_pct] -clock clk0 $non_clock_inputs
set_output_delay [expr $clk_period * $clk_io_pct] -clock clk0 [all_outputs]
</file>
<file path="/design/flow/design.v">
module LOGIC_UNIT#(parameter inWidth=7,
                   parameter outWidth=15)(
                input wire [inWidth:0] A,
                input wire [inWidth:0] B,
                input wire [1:0] ALU_FUN,
                input CLK,RST,
                input wire Logic_Enable,
                output reg [outWidth:0] Logic_OUT,
                output reg Logic_Flag  
);
    always @(posedge CLK or negedge RST) begin
        if (!RST) begin
            Logic_OUT<= 16'd0;
            Logic_Flag<=1'b0;
        end
        else if (Logic_Enable==1'b1) begin
            case (ALU_FUN)
            2'b00: begin
                Logic_OUT<= (A & B);
                Logic_Flag<=1'b1;
             end
            2'b01:begin
                Logic_OUT<= (A | B);
                Logic_Flag<=1'b1;
            end
            2'b10:begin
                Logic_OUT<= ~(A & B);
                Logic_Flag<=1'b1;
            end
            2'b11: begin
                Logic_OUT<= ~(A | B);
                Logic_Flag<=1'b1; 
            end
                default: begin
                    Logic_OUT<= 16'b0;
                    Logic_Flag<=1'b0;
                end
            endcase
        end
        else
            Logic_Flag<=1'b0; 
    end
endmodule
</file>
<file path="/design/flow/run.sh">
#!/bin/bash
# OpenROAD 26Q1-2900-gdf79404cd8, Yosys 0.63+post, stock flow scripts
make -C /OpenROAD-flow-scripts/flow DESIGN_CONFIG=/design/flow/config.mk WORK_HOME=/design/flow/orfs finish
</file>
==> flow_metrics.py <==
# Synthesis and PnR figures
metrics = {
    "grt": {
        "antenna_found_initial": 1,
        "grt_max_degree": 15,
        "overflow": 0,
        "grt_pass1_wl_mm": 2.82,
        "grt_pass1_vias": 554,
        "globalRouteTotalUtil_pct": 4.01,
    },
    "detailed_routing": {
        "remaining_drc_errors": 0,
        "wl_mm": 1.75,
        "vias": 511,
        "antenna_left": 0,
        "dr.pass1.iters": 3,
        "routed_via_density": 2.99,
        "post_drt_wl_per_cell_um": 10.2,
        "drt_iter0_markers": 14,
    },
    "synth": {
        "top_area_share_pct": 43.9,
        "synth_top_cell_by_area": "dfrtp_1",
        "aoi_share_pct": 7.02,
        "enable_flop_cells": 0,
        "syn_inst": 54,
        "ys_seq_share_pct": 43.9,
        "synth_cell_types": 9,
        "ys_sh_mux_pct": 1.97,
        "most_common_cell": "dfrtp_1",
        "ys_warn_count": 1,
        "synthTopCellsByCount": "10 x dfrtp_1, 8 x a21oi_1, 8 x maj3_2, 8 x nor2_1, 8 x xnor2_1",
        "avgSynthCellArea_um2": 10.6,
        "ys_sh_simple_pct": 5.26,
        "synthTopCellsByArea": "dfrtp_1 44%, maj3_2 16%, xnor2_1 12%",
        "xor_area_share_pct": 12.3,
        "ys_cells": 54,
        "yosys_area_um2": 571,
        "synthesis.area_um2": 571,
        "synthArstFlopShare_pct": 100,
        "synthAdderAreaFrac_pct": 15.8,
        "logic_family": "adder cells",
        "ys.flops": 10,
        "flop_cell": "dfrtp_1",
    },
    "placed_design": {
        "portBuffers": 37,
        "placed_cell_area_um2": 1020,
        "hpwl_mm": 1.45,
        "gp_congestion": 0.730,
    },
    "pwr": {
        "clock_power_share_pct": 30.1,
        "swShare_pct": 22.3,
        "power_mw": 1.29,
        "p_seq_share_pct": 37.5,
        "peakVddDrop_v": 0.000550,
        "combPwrFrac_pct": 32.4,
        "p_sw_uw": 287,
        "internal-power_mw": 1.00,
        "p_per_area_nw_per_um2": 1180,
        "leakage_nw": 0.499,
    },
    "cells_and_area": {
        "syn_to_final_growth_pct": 92.1,
        "drive_above_1_share_pct": 49.0,
        "fillers": 591,
        "final_area_um2": 1100,
    },
    "setup_path": {
        "cp_max_fo": 3,
        "arrival_ns": 0.96,
        "cp-end-kind": "primary output",
        "crit_chain": "buf_6 > buf_6 > buf_2",
        "worstRegToRegCells": 3,
        "critical_path.top_delay_family": "flip-flops",
        "worstSetupPathType": "reg2out",
        "cp.depth": 3,
        "crit_slowest_cell": "dfrtp_2",
        "startpoint_type": "flop",
        "required_ns": 0.80,
        "worst-path-buf-inv": 3,
        "crit_top_cell": "buf_6",
        "slowest_delay_ns": 0.40,
    },
    "floorplanning": {
        "fp_util_pct": 11.1,
        "rows": 26,
        "dieWidth_um": 93,
        "design.die.area_um2": 8650,
        "fp.dieH_um": 93,
        "io_pins": 38,
        "design.core.area_um2": 5140,
    },
    "timing": {
        "fmax_mhz": 864,
        "period_needed_ns": 1.16,
        "setup_violations": 9,
        "hold_viol": 0,
        "fin_crit_sh_pct": 116,
        "fin_ws_ns": -0.158,
        "fin_skew_ns": 0,
        "rsz0062_at_grt": "yes",
        "slew_headroom_pct": 85.8,
        "slew_violations": 0,
        "tightest_slew_ns": 0.212,
        "fin_setup_tns_ns": -0.776,
    },
    "clock_network": {
        "worstSkewPairLatency_ns": 0.22,
        "numCtsBuffers": 3,
        "cts_tree": "built",
        "htree_levels": 1,
        "root_buffer": "clkbuf_8",
        "clk_pin_slew_ns": 0.04,
        "ctsHoldBuffers": 0,
        "numClockSinks": 10,
        "cts_buffer_depth": 2,
    },
    "flow_run": {
        "cap_viol_max_count": 0,
        "warnings": 27,
    },
    "run_status": {
        "violations": "setup timing",
        "status": "finished with violations",
    },
    "worst_hold_path": {
        "hold_class": "in2async",
    },
}
## logic make-up after synthesis
| kind of cell | Yosys count |
|---|---|
| adder cells (fa/ha/maj) | 8 |
| buffers and inverters | 11 |
| AND-OR/OR-AND | 8 |
| AND/OR/NAND/NOR | 8 |
| XOR/XNOR | 8 |
| flip-flops | 10 |
| multiplexers | 1 |
## cell type report
class	instances	area [µm²]	area share, %
tap	70	87.6	7.99
antenna	1	2.50	0.228
multi-input combinational	33	268	24.4
sequential	10	251	22.9
clock buffer	3	41.3	3.77
timing repair buffer	54	445	40.6
## state kept, by name, indices dropped and copies added, names as in the netlist
register and flops:
Logic_Flag 1, Logic_OUT 9
## final timing paths
check	start	endpoint	slack [ns]
min in group clk0	Logic_Enable	Logic_Flag	0.35
max	Logic_OUT[14]	Logic_OUT[14]	-0.16
min	RST	Logic_Flag	0.26
max in group asynchronous	RST	Logic_OUT[14]	0.59
min reg2reg	Logic_OUT[6]	Logic_OUT[6]	0.53
max reg2reg	Logic_OUT[14]	Logic_OUT[14]	-0.01
## worst reg2reg max path: cells and delay by family, from the launching register on
kind | cells | cell delay [ns]
flops | 1 | 0.40
buf+inv | 2 | 0.23
mux | 1 | 0.25
## power groups by stage
stage                 sequential (mW)  clock [mW]  combinational [mW]
after CTS                       0.484       0.408               0.427
after global routing            0.491       0.433               0.463
final                           0.483       0.388               0.417
## repair_timing
action	4_1_cts	5_1_grt
setup endpoints to repair	25	20
pin swaps	22	0
resized	80	8
buffers inserted	7	0
## metal layers
layer / global-route usage, % / routed length [µm]
met1: 4.97 / 746
met2: 6.07 / 775
met3: 2.34 / 217
met4: 0.514 / 6
met5: 0 / 0
## per-stage QoR
stage               utilization (%)  hold WS [ns]  instances  setup slack (ns)
floorplan                         -       -0.0956         54            0.0602
global placement               19.9         0.502        160            -0.436
detailed placement             19.9         0.509        160            -0.450
CTS                            21.1         0.264        170            -0.169
global route                   21.3         0.273        171            -0.202
finish                         21.3         0.261        171            -0.158
## layout by cell type (no fill, tap or decap)
cell,n
dlymetal6s2s_1,1
mux2_4,1
nor2_1,8
diode_2,1
clkdlybuf4s15_1,2
maj3_2,8
clkbuf_2,3
dlygate4sd2_1,16
buf_2,10
buf_4,10
a21oi_1,8
xnor2_2,3
buf_6,10
dfrtp_2,1
xnor2_1,5
dfrtp_1,9
clkbuf_8,3
clkdlybuf4s50_1,2
Power and IR drop assume default switching activity.
