==> design.v <==
`timescale 1ns / 1ps
module reg8x16(
    input wire [15:0] WrData,
    input wire [2:0] Address,  
    input wire WrEn,RdEn,
    input wire CLK,RST,
    output reg [15:0] RdData
);
reg [15:0] regz [7:0];  
always @(posedge CLK or negedge RST) begin
    if (!RST) begin
        RdData <= 16'b0;
    end
    else if ( (WrEn==1'b1) && (RdEn==1'b0) ) begin
        regz[Address] = WrData;
    end
    else if ( (WrEn==1'b0) && (RdEn==1'b1) ) begin
        RdData <= regz[Address];
    end
end
endmodule
==> run.sh <==
#!/bin/bash
# OpenROAD 26Q1-2900-gdf79404cd8, Yosys 0.63+post, stock flow scripts
make -C /OpenROAD-flow-scripts/flow DESIGN_CONFIG=/design/flow/config.mk WORK_HOME=/design/flow/orfs finish
==> config.mk <==
export PLATFORM = sky130hd
export DESIGN_NAME = reg8x16
export DESIGN_NICKNAME = reg8x16
export VERILOG_FILES = /design/flow/design.v
export SDC_FILE = /design/flow/constraint.sdc
export NUM_CORES = 4
export LEC_CHECK = 1
export CORE_UTILIZATION = 50
==> constraint.sdc <==
current_design reg8x16

set clk_period 2.0
set clk_io_pct 0.2

create_clock -name clk0 -period $clk_period [get_ports {CLK}]

set non_clock_inputs [all_inputs -no_clocks]
set_input_delay [expr $clk_period * $clk_io_pct] -clock clk0 $non_clock_inputs
set_output_delay [expr $clk_period * $clk_io_pct] -clock clk0 [all_outputs]
==> Implementation_results.wiki <==
== Metrics ==
{| class="wikitable"
! Metric !! Value
|-
| Status || finished clean
|-
| I/O pins || 39
|-
| 1st-pass router iterations || 4
|-
| Final Worst Setup Slack || roughly 0.19 ns
|-
| Max-area cell share || 0.6842
|-
| Weighted congestion reported at the end of routability-driven placement || 0.8209
|-
| Netlist cell types || 21
|-
| Standby leakage power || 2.570 nW
|-
| Area used by sequential logic in the layout || 0.004244 mm2
|-
| Overall overflow remaining after global route || 0
|-
| Standard-cell row count || 38
|-
| Area of the core region || ~0.011 mm2
|-
| Max incr delay on CP || around 0.48 ns
|-
| Synthesis warning total || 2
|-
| Minimum clock period || 1.806 ns
|-
| Kind of start point of the critical path || register
|-
| Slowest CP cell || sky130_fd_sc_hd__clkdlybuf4s50_1
|-
| Cell types occupying the most area after synthesis || sky130_fd_sc_hd__edfxtp_1, sky130_fd_sc_hd__dfrtp_1, sky130_fd_sc_hd__mux2_2
|-
| Worst setup timing slack at the placement stage || -0.1796 ns
|-
| Total of flip-flops plus latches after synthesis || about 140
|-
| Iter 0 DRT Violations || 123
|-
| Post-synth seq share || 0.7555
|-
| Effective utilization at floorplan || 0.5160
|-
| Post-cts hold buffer count || 0
|-
| Highest-count logic cell in the final layout || sky130_fd_sc_hd__edfxtp_1
|-
| Setup tns final || 0 ns
|-
| Clock tree from TritonCTS || done
|-
| Setup crit end kind || output port
|-
| Die width || 108 um
|-
| Number of antenna repair diodes || 0
|-
| Synthesis-to-layout area growth || 28.46%
|-
| Largest buffer count on any clock path || 2
|-
| Setup violation total in the final timing report || 0
|-
| Depth of the worst register-to-register path || 4
|-
| Post-placement cell area || 0.006625 mm2
|-
| CP Max Fanout || 2
|-
| Post-layout instance area || 0.007217 mm2
|-
| Detailed placer's ending HPWL || 7.674 mm
|-
| Library cell occupying the most area in the post-synthesis netlist || sky130_fd_sc_hd__edfxtp_1
|-
| Final number of hold-violating endpoints || 0
|-
| CP cell instances || clkdlybuf4s50_1
|-
| Average footprint of a synthesized cell || 16.14 um2
|-
| Drt wl/cell || 20.22 um
|-
| Die Y || 108 um
|-
| Critical path depth || 1
|-
| Max-slew headroom at the worst pin || 0.5211
|-
| RR Endpoint || RdData[4]
|-
| Data arrival at the endpoint of the critical path || 1.41 ns
|-
| Total clock sinks || 144
|-
| Family with the most delay on the worst path || buffers and inverters
|-
| Num CTS Buffers || 17
|-
| Mapped cell area || 0.005618 mm2
|-
| Cell count listed in synth_stat.txt || 348
|-
| Post-route DRC || 0
|-
| Final clock skew || 0.004795 ns
|-
| Final cell count without fillers || about 600
|-
| # H-tree levels || 4
|-
| Sum of internal, switching and leakage power || 7.052 mW
|-
| Most frequent cells in the layout || sky130_fd_sc_hd__edfxtp_1, sky130_fd_sc_hd__buf_4, sky130_fd_sc_hd__clkdlybuf4s50_1
|-
| Power density over the cells || 977.1 mW/mm2
|-
| Inst Count DP || approximately 560
|-
| Via count || 3,275
|-
| Final period utilization || 0.9031
|-
| Critical Path End || RdData[11]
|-
| Final ANT Viol Nets || 0
|-
| Via count of the first global-routing pass || 3,473
|-
| WP data required || 1.60 ns
|-
| Hold crit path type || in -> async
|-
| Number of vias per cell after detailed routing || 5.560
|-
| Total cell area reported by yosys after synthesis || ~0.0056 mm2
|-
| Measured slew at the worst slew-check pin || 0.7158 ns
|-
| Wire length of the first global-routing pass || 18.59 mm
|-
| Maximum Capacitance Violations || 0
|-
| Total die area || around 0.012 mm2
|-
| Port Buf Inserts || 38
|-
| Overall track demand over capacity in global routing || 0.2464
|-
| Achievable Freq || 553.6 MHz
|-
| Number of antenna violations at the first check in global routing || 0
|-
| Fill cells || 759
|-
| Maximum number of pins on one net before global-route repair || 31
|-
| Buffer cell driving the clock tree root || sky130_fd_sc_hd__clkbuf_8
|-
| Area used by multi-input combinational logic || 0.001249 mm2
|-
| Later-pin clock latency in the skew report || around 0.5 ns
|-
| Setup repair after global routing missed its margin || false
|-
| Layout cell share with drive strength beyond 1 || 0.2517
|-
| Post-CTS setup repair buffer count || 0
|-
| Kind of critical path || reg -> out
|-
| Critical path buffers and inverters || 1
|-
| Final Max-Slew Violation Tally || 0
|-
| Crit Reg-Reg Startpoint || regz[5][4]
|-
| Utilization after layout || 0.6628
|-
| Launch point of the worst path || RdData[11]
|-
| Register-to-Register Setup Slack || about 0.62 ns
|-
| Number of warnings in the stage logs || 26
|-
| Cell count after synthesis || 348
|-
| Cell resize tally after clock tree synthesis || 0
|-
| Hold Slack || 0.3438 ns
|-
| Clk pin slew, worst setup/hold paths || 0.06 ns
|-
| Aggregate routed wire length || about 12 mm
|-
| Worst voltage drop across the vdd grid || 593.7 uV
|}
## how the worst min path moves through the flow
stage,end,slack [ns]
finish,RdData[1],0.34
CTS,RdData[8],0.35
global route,RdData[1],0.35
## cell families (layout without fill, tap and decap cells)
| family | Yosys count | after routing | share of synthesized area |
|---|---|---|---|
| DFF | 144 | 144 | 0.7555 |
| muxes | 32 | 32 | 0.06058 |
| buffers and inverters | 33 | 134 | 0.02940 |
| AOI/OAI and AO/OA | 83 | 83 | 0.1100 |
| and+or+nand+nor | 56 | 56 | 0.04455 |
## synthesized netlist by cell type
| master | number |
|---|---|
| sky130_fd_sc_hd__a2111oi_0 | 13 |
| sky130_fd_sc_hd__a21oi_1 | 35 |
| sky130_fd_sc_hd__a22o_1 | 19 |
| sky130_fd_sc_hd__buf_1 | 2 |
| sky130_fd_sc_hd__buf_2 | 9 |
| sky130_fd_sc_hd__buf_4 | 2 |
| sky130_fd_sc_hd__buf_6 | 3 |
| sky130_fd_sc_hd__clkbuf_1 | 4 |
| sky130_fd_sc_hd__dfrtp_1 | 16 |
| sky130_fd_sc_hd__edfxtp_1 | 128 |
| sky130_fd_sc_hd__inv_1 | 13 |
| sky130_fd_sc_hd__mux2_2 | 16 |
| sky130_fd_sc_hd__mux2i_1 | 16 |
| sky130_fd_sc_hd__nand2_1 | 16 |
| sky130_fd_sc_hd__nand2b_1 | 6 |
| sky130_fd_sc_hd__nor2_1 | 24 |
| sky130_fd_sc_hd__nor2b_1 | 7 |
| sky130_fd_sc_hd__o22ai_1 | 6 |
| sky130_fd_sc_hd__o22ai_2 | 10 |
| sky130_fd_sc_hd__or2_1 | 1 |
| sky130_fd_sc_hd__or3_1 | 2 |
## flip-flops by register name, summed over array words and instances (netlist names)
signal,count
RdData,16
regz,128
## layout make-up
class / instances / share of cell area
timing repair buffer: 89 / 0.1259
clock inverter: 12 / 0.02306
multi-input combinational: 171 / 0.1730
inverter: 13 / 0.006761
clock buffer: 20 / 0.05895
tap: 140 / 0.02427
sequential: 144 / 0.5881
## routing by layer
metal,vias to the layer above,global-route usage,share of wire
met3,13,0.1166,0.097
met2,133,0.3558,0.47
met1,1600,0.4001,0.42
met5,-,0.01786,0.0018
li1,1527,-,-
met4,2,0.03131,0.013
## power by group
part	internal (mW)	total (mW)	switching, mW	leakage (nW)
sequential	3.36	3.41	0.0479	1.33
combinational	0.293	0.520	0.227	0.956
clock	2.01	3.12	1.11	0.282
total	5.66	7.05	1.39	2.57
## worst reg2reg max path, stage by stage (launching register included)
cell,delay [ns]
sky130_fd_sc_hd__edfxtp_1,0.36
sky130_fd_sc_hd__mux2i_1,0.21
sky130_fd_sc_hd__nor2_1,0.06
sky130_fd_sc_hd__a2111oi_0,0.48
sky130_fd_sc_hd__a21oi_1,0.13
Power figures rest on the tool's default switching activity, not on a simulated workload.
